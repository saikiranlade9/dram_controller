--- flow/design.v ---
`timescale 1 us / 100 ns
module dram_controller #
  (
    parameter   integer NUMBER_OF_COLUMNS = 8,
    parameter   integer NUMBER_OF_ROWS = 128,
    parameter   integer NUMBER_OF_BANKS = 8, 
    parameter   integer REFRESH_RATE = 125,  
    parameter   integer CLK_FREQUENCY = 100,  
    parameter   integer U_DATA_WIDTH = 2,
    parameter   integer DRAM_DATA_WIDTH = 2, 
    parameter integer COLUMN_WIDTH = $clog2(NUMBER_OF_COLUMNS/DRAM_DATA_WIDTH),  
    parameter integer ROW_WIDTH = $clog2(NUMBER_OF_ROWS),  
    parameter integer BANK_ID_WIDTH = $clog2(NUMBER_OF_BANKS),  
    parameter integer U_ADDR_WIDTH = BANK_ID_WIDTH + ROW_WIDTH + COLUMN_WIDTH,  
    parameter integer CYCLES_BETWEEN_REFRESH = CLK_FREQUENCY*REFRESH_RATE - 100,  
    parameter integer DRAM_ADDR_WIDTH = ROW_WIDTH > COLUMN_WIDTH ? ROW_WIDTH : COLUMN_WIDTH,  
    parameter integer REFRESH_COUNTER_WIDTH = $clog2(CYCLES_BETWEEN_REFRESH)  
  )
  (
    input                         u_rst_n,  
    input                         u_clk,  
	input						  u_en,  
    input   [U_ADDR_WIDTH-1:0]    u_addr,  
    input   [U_DATA_WIDTH-1:0]    u_data_i,  
    input                         u_cmd,  
    output  [U_DATA_WIDTH-1:0]    u_data_o,  
    output                        u_data_valid,  
    output                        u_cmd_ack,  
    output                        u_busy,  
    input   [DRAM_DATA_WIDTH-1:0]   dram_rd_data,  
	input							dram_refresh_done,  
    output  [DRAM_DATA_WIDTH-1:0]   dram_wr_data,  
    output  [DRAM_ADDR_WIDTH-1:0]   dram_addr,  
    output  [BANK_ID_WIDTH-1:0]     dram_bank_id,  
    output                          dram_cs_n,  
    output                          dram_ras_n,  
    output                          dram_cas_n,  
    output                          dram_we_n,  
    output                          dram_clk_en  
  );
    localparam
              STATE_WIDTH = 3,
              S_IDLE      = 3'h0, 
              S_PRECHARGE = 3'h1,
              S_ACTIVATE  = 3'h2,
              S_WRITE     = 3'h3,
              S_READ      = 3'h4,
              S_REFRESH   = 3'h5,
			  S_INIT	  = 3'h6,
			  S_REF_SETUP = 3'h7;  
    reg [REFRESH_COUNTER_WIDTH-1:0] refresh_count_r;  
    reg                             refresh_request_r;  
    reg [DRAM_ADDR_WIDTH-1:0]       column_addr_r;  
    reg [DRAM_ADDR_WIDTH-1:0]       row_addr_r;  
    reg [BANK_ID_WIDTH-1:0]         bank_id_r;  
    reg [STATE_WIDTH-1:0]           state_r, next_state, 
									target_state_r, next_target_state; 
    reg                             u_cmd_ack_r;
    reg                             u_cmd_r; 
    reg [U_DATA_WIDTH-1:0]          u_data_i_r;
	reg [NUMBER_OF_BANKS-1:0]		open_row_r;
	reg [ROW_WIDTH-1:0]				active_row_r[0:NUMBER_OF_BANKS-1];
    reg                          cs_n;  
    reg                          ras_n;  
    reg                          cas_n;  
    reg                          we_n;  
    reg                          clk_en;
	reg							 read_flag, u_data_valid_r;
	reg	[U_DATA_WIDTH-1:0]		 u_data_o_r;  
	reg	[DRAM_ADDR_WIDTH-1:0]	dram_addr_w;
	reg [47:0]	dram_state; 
	integer i;
	reg [BANK_ID_WIDTH-1:0] ref_bank_id;
	reg [DRAM_ADDR_WIDTH-1:0] ref_set_addr;
    assign u_cmd_ack = u_cmd_ack_r;
	assign dram_wr_data = u_data_i_r;
	assign dram_bank_id = ((state_r == S_PRECHARGE) && (target_state_r == S_REF_SETUP || target_state_r == S_REF_SETUP) ) ? ref_bank_id :  bank_id_r;
	assign dram_cs_n = u_en ? cs_n : 1'b0;  
	assign dram_ras_n = ras_n;
	assign dram_cas_n = cas_n;
	assign dram_we_n = we_n;
	assign dram_clk_en = (u_en) ? clk_en : 1'b0;  
	assign u_busy = (state_r == S_IDLE) ? 1'b0 : 1'b1; 
	assign dram_addr = dram_addr_w;
	assign u_data_valid = u_data_valid_r;
	assign u_data_o = u_data_o_r;
	always @ * begin
		case(state_r)
			S_IDLE: dram_state = "S_IDLE";
			S_ACTIVATE: dram_state = "S_ACTI";
			S_PRECHARGE: dram_state = "S_PREC";
			S_READ:	dram_state = "S_READ";
			S_WRITE: dram_state = "S_WRIT";
			S_REFRESH: dram_state = "S_REFR";
			S_REF_SETUP: dram_state = "S_RSET";
		endcase
	end
    always@ (posedge u_clk) begin
      if(!u_rst_n) begin
        column_addr_r <= 0;
        row_addr_r <= 0;
        bank_id_r <= 0;
        u_cmd_r <= 0;
        u_cmd_ack_r <= 0;
        u_data_i_r <= 0;
      end
      else if((state_r == S_IDLE) && (u_en == 1'b1) && (!u_cmd_ack)) begin
        column_addr_r <= {{(ROW_WIDTH-COLUMN_WIDTH){1'b0}}, u_addr[COLUMN_WIDTH-1:0]};
        row_addr_r <= u_addr[COLUMN_WIDTH +: ROW_WIDTH];
        bank_id_r <= u_addr[ROW_WIDTH+COLUMN_WIDTH +: BANK_ID_WIDTH];
        u_cmd_r <= u_cmd;  
        u_cmd_ack_r <= 1'b1;  
        if(u_cmd) u_data_i_r <= u_data_i;  
      end
      else  u_cmd_ack_r <= 0;
    end
    always@ (posedge u_clk) begin
	  if(!u_rst_n) begin
		state_r <= S_IDLE;
		target_state_r <= S_IDLE;
	  end
	  else if(u_en) begin
		state_r <= next_state;
		target_state_r <= next_target_state;
	  end
	end
	always@ * begin
		next_state = state_r;
		next_target_state = target_state_r;
		case(state_r)
			S_INIT: next_state = S_REFRESH;  
			S_IDLE: begin
				if(refresh_request_r) begin 
					if(!open_row_r) next_state = S_REFRESH;  
					else begin
						next_state = S_REF_SETUP;  
						next_target_state = S_REF_SETUP;
					end
				end
				else if(u_cmd_ack_r) begin  
					if(open_row_r[bank_id_r] && (row_addr_r == active_row_r[bank_id_r])) begin  
						if(u_cmd)	next_state = S_WRITE;  
						else	next_state = S_READ;  
					end
					else if(open_row_r[bank_id_r] && (row_addr_r != active_row_r[bank_id_r])) begin  
						next_state = S_PRECHARGE;  
						if(u_cmd)	next_target_state = S_WRITE;
						else	next_target_state = S_READ;
					end
					else begin  
						next_state = S_ACTIVATE;
						if(u_cmd)	next_target_state = S_WRITE;
						else	next_target_state = S_READ;
					end
				end
			end
			S_PRECHARGE: begin
				if(target_state_r == S_REFRESH) next_state = S_REFRESH;  
				else if(target_state_r == S_REF_SETUP) next_state = S_REF_SETUP;
				else next_state = S_ACTIVATE;  
			end
			S_ACTIVATE: next_state = target_state_r;  
			S_WRITE: next_state = S_IDLE;
			S_READ: next_state = S_IDLE;
			S_REF_SETUP: begin
				if(!open_row_r) begin 
					next_state = S_REFRESH;
					next_target_state = S_REFRESH;	
				end
				else begin 
					next_state = S_PRECHARGE;
					next_target_state = S_REF_SETUP;
				end
			end
			S_REFRESH: 
			     if(dram_refresh_done) begin 
			         next_state = S_IDLE;
			         next_target_state = S_IDLE;
			     end 
		endcase
	end
    always@ * begin
		clk_en	= 1'b1;
		cs_n	= 1'b0;
		ras_n	= 1'b1;
		cas_n	= 1'b1;
		we_n	= 1'b1;
		case(state_r)
			S_IDLE: begin
			end
			S_PRECHARGE: begin
				ras_n = 1'b0;
				we_n = 1'b0;
			end
			S_ACTIVATE: ras_n = 1'b0;
			S_WRITE: begin
				cas_n = 1'b0;
				we_n = 1'b0;
			end
			S_READ: cas_n = 1'b0;
			S_REFRESH: begin
				ras_n = 1'b0;
				cas_n = 1'b0;
				we_n = 2'b0;
			end
		endcase
    end
	always@ * begin
		dram_addr_w = column_addr_r;
		case(state_r)
			S_PRECHARGE: begin
				if((state_r == S_PRECHARGE) && (target_state_r == S_REF_SETUP || target_state_r == S_REF_SETUP) ) dram_addr_w = ref_set_addr;
				else dram_addr_w = active_row_r[bank_id_r];   
			end
			S_ACTIVATE: dram_addr_w = row_addr_r;
			S_WRITE: dram_addr_w = column_addr_r;
			S_READ: dram_addr_w = column_addr_r;
		endcase
	end
	always@ (posedge u_clk) begin
		if(!u_rst_n) begin
			open_row_r <= 0;
			for (i=0; i<NUMBER_OF_BANKS; i = i+1) begin
				active_row_r[i] <= 0;
			end
		end
		else begin
			case(state_r) 
				S_ACTIVATE: begin
					active_row_r[bank_id_r] <= row_addr_r;
					open_row_r[bank_id_r] <= 1'b1;
				end
				S_PRECHARGE: begin
					if(target_state_r == S_REFRESH)	open_row_r <= 0;  
					if(target_state_r == S_REF_SETUP) open_row_r[ref_bank_id] <= 1'b0;
					else open_row_r[bank_id_r] <= 1'b0;  
				end
			endcase
		end
	end
    always@ (posedge u_clk) begin
      if(!u_rst_n) begin
        refresh_count_r <= CYCLES_BETWEEN_REFRESH[REFRESH_COUNTER_WIDTH-1:0];
        refresh_request_r <= 0;
      end
      else  begin
        if(!refresh_count_r) begin
          if(dram_refresh_done) begin
            refresh_count_r <= CYCLES_BETWEEN_REFRESH[REFRESH_COUNTER_WIDTH-1:0];
            refresh_request_r <= 0;
          end
          else refresh_request_r <= 1'b1;
        end
        else  begin
          refresh_count_r <= refresh_count_r - 1'b1;
          refresh_request_r <= 0;
        end
      end
    end
	always @* begin
		for(i=0; i<NUMBER_OF_BANKS; i=i+1) begin
			if(open_row_r[i]) begin
				ref_bank_id = i;
				i = NUMBER_OF_BANKS;
			end
		end
	end
	always@ (posedge u_clk) begin
		if(!u_rst_n) begin
			ref_set_addr <= 0;
		end
		else if(u_en && (state_r == S_REF_SETUP)) begin
			if(open_row_r[ref_bank_id])
				ref_set_addr <= active_row_r[ref_bank_id];
		end
	end
	always@ (posedge u_clk) begin
		if(!u_rst_n) begin
			u_data_o_r <= 0;
			u_data_valid_r <= 1'b0;
			read_flag <= 1'b0;
		end
		else begin
			if(state_r == S_READ)  read_flag <= 1'b1;  
			else if(state_r == S_IDLE && read_flag == 1'b1) begin
				u_data_o_r <= dram_rd_data;
				u_data_valid_r <= 1'b1;
				read_flag <= 1'b0;
			end
			else u_data_valid_r <= 1'b0;
		end
	end
endmodule
--- flow/run.sh ---
#!/bin/bash
# OpenROAD 26Q1-2900-gdf79404cd8, Yosys 0.63+post, stock flow scripts
make -C /OpenROAD-flow-scripts/flow DESIGN_CONFIG=/design/flow/config.mk WORK_HOME=/design/flow/orfs finish
--- flow/config.mk ---
export PLATFORM = sky130hd
export DESIGN_NAME = dram_controller
export DESIGN_NICKNAME = dram_controller
export VERILOG_FILES = /design/flow/design.v
export SDC_FILE = /design/flow/constraint.sdc
export NUM_CORES = 4
export LEC_CHECK = 1
export CORE_UTILIZATION = 30
--- flow/constraint.sdc ---
current_design dram_controller

set clk_period 3.7
set clk_io_pct 0.2

create_clock -name clk0 -period $clk_period [get_ports {u_clk}]

set non_clock_inputs [all_inputs -no_clocks]
set_input_delay [expr $clk_period * $clk_io_pct] -clock clk0 $non_clock_inputs
set_output_delay [expr $clk_period * $clk_io_pct] -clock clk0 [all_outputs]
==> impl_metrics.py <==
# Generated from Yosys and OpenROAD reports
metrics = {
    "logic_synthesis": {
        "synth.cellmix.adderShare_pct": 1.369,
        "synth_top_cell_by_area": "sky130_fd_sc_hd__edfxtp_1",
        "synthMuxAreaShare_pct": 14.87,
        "aoi_share_pct": 11.60,
        "yosys_area_mm2": 0.006396,
        "distinct_cell_type_count_after_synthesis": 55,
        "synth.top_cells.by_area": "sky130_fd_sc_hd__edfxtp_1 (26%), sky130_fd_sc_hd__dfxtp_1 (18%), sky130_fd_sc_hd__mux4_2 (9.9%), sky130_fd_sc_hd__and2_1 (6.3%), sky130_fd_sc_hd__nand2_1 (4.8%)",
        "synth_cells": 636,
        "ff_type": "sky130_fd_sc_hd__dfxtp_1",
        "synth_area_per_cell_um2": 10.06,
        "synth.cellmix.simpleShare_pct": 21.28,
        "share_of_async_settable_or_async_resettable_flops_after_synthesis_pct": 0,
        "yosys_cells": 636,
        "synth.cellmix.xorXnorShare_pct": 1.643,
        "combined_area_of_all_synthesized_cells_mm2": 0.006396,
        "edf_count": 56,
        "yosys.area.top_type_share_pct": 26.29,
        "synth_flops": 117,
        "ys.warnings.count": 1,
        "top_logic_kind": "simple AND/OR/NAND/NOR gates",
    },
    "setup_path": {
        "crit_required_ps": 2960,
        "crit_path_max_fanout": 15,
        "timing_worst_setup_path_type": "reg -> out",
        "crit_chain": "mux4_2 > mux2i_1 > nor2_1 > a21oi_1 > o21ai_1 > clkdlybuf4s50_1",
        "endpoint_kind": "output port",
        "reg2regPathDepth": 7,
        "timing.critical_path.max_delay_family": "flip-flops",
        "critPathLaunchType": "register",
        "crit_buf_inv": 1,
        "critical_path.max_stage_delay_ps": 790,
        "regToRegEndpoint": "active_row_r[0][4]$_SDFFCE_PN0P_",
        "setup.reg_to_reg.worst_slack_ps": 890,
        "critPathArrivalTime_ps": 2630,
        "r2r_startpoint": "state_r[1]$_SDFFE_PN0P_",
        "timing.critical_path.slowest_stage_cell": "sky130_fd_sc_hd__dfxtp_1",
    },
    "clock_network": {
        "cts_buffers": 17,
        "post-cts-setup-buffers": 0,
        "postCtsResizedCells": 0,
        "cts.reportedPaths.clkPinSlew_ps": 60,
        "tritoncts_clock_tree": "built",
        "insertion_delay_ps": 410,
        "clock-root-buffer": "sky130_fd_sc_hd__clkbuf_16",
        "max-clock-path-buffers": 2,
        "htree_num_levels": 4,
        "cts-hold-fix-buffers": 0,
    },
    "detailed_routing": {
        "wire_length_per_cell_after_detailed_routing_um": 16.11,
        "antenna-diode-count": 0,
        "drtPass1Iterations": 5,
        "routed-via-count": 4786,
        "remaining_design_rule_violation_count": 0,
        "vias_per_cell": 5.033,
        "initialDrtViolationCount": 293,
        "totalWireLength_mm": 15.32,
        "ant_nets_after_route": 0,
    },
    "hold_path": {
        "whs_endpoint": "u_data_i_r[0]$_SDFFE_PN0P_",
        "hold_path.startpoint": "u_data_i_r[0]$_SDFFE_PN0P_",
        "worst_hold_path_type": "reg -> reg",
        "min_path_cells": 2,
    },
    "timing": {
        "grt_setup_unrepaired": "false",
        "register_pins_left_without_a_clock": 3,
        "drv_slew": 0,
        "untimed_endpoints": 3,
        "setup_viol": 0,
        "final_hold_viol_count": 0,
        "clock-skew-final_ps": 8.471,
        "setup_slack_ps": 327.7,
        "timing.setup.tns_ps": 0,
        "post-route-min-period_ps": 3372,
        "slew_headroom_pct": 46.93,
        "max_slew.worst_pin.slew_ps": 795.4,
        "final_min_period_over_clock_period_pct": 91.14,
        "achievable-frequency_mhz": 296.5,
    },
    "grt": {
        "antenna_violations_before_repair": 0,
        "first_global_vias": 4700,
        "grt_pass1_wl_mm": 24.87,
        "globalRoute.totalOverflow": 0,
        "track_usage_pct": 15.02,
        "grt_start_max_net_pins": 56,
    },
    "die": {
        "die_span_in_y_um": 148.0,
        "die-width_um": 148.0,
        "std_cell_core_area_mm2": 0.02096,
        "initial_core_util_pct": 30.52,
        "chip_area_mm2": 0.02191,
        "io-pin-count": 43,
        "core.rowCount": 53,
    },
    "flow_run": {
        "log.warning_count": 29,
        "maxCapViolCount": 0,
    },
    "placed_design": {
        "finalWeightedCongestion": 0.9006,
        "port-buffer-count": 41,
        "dp_worst_setup_slack_ps": 753.2,
        "hpwl_detailed_mm": 11.06,
        "dpl.cell_count": 919,
        "placed_area_mm2": 0.007030,
    },
    "power": {
        "leakagePower_nw": 2.720,
        "powerDensity_mw_per_mm2": 625.2,
        "worst_ir_drop_on_vdd_mv": 0.3000,
    },
    "layout": {
        "syn2layout_area_growth_pct": 19.25,
        "finalInstanceArea_mm2": 0.007627,
        "final_layout_size_suffix_gt1_share_pct": 12.43,
        "layout_top_cell_excl_fill_tap": "sky130_fd_sc_hd__nand2_1",
        "fin_util_pct": 36.40,
        "layout.cells.most_common_list": "sky130_fd_sc_hd__nand2_1 (82), sky130_fd_sc_hd__and2_1 (64), sky130_fd_sc_hd__dfxtp_1 (58), sky130_fd_sc_hd__edfxtp_1 (56), sky130_fd_sc_hd__clkdlybuf4s50_1 (40)",
        "final_cells": 951,
    },
    "outcome": {
        "outcome": "finished, final reports clean",
    },
}
## final cells by class
class | count | area (um2)
tap | 275 | 344.1
sequential | 117 | 2888
clock buffer | 20 | 479.2
inverter | 14 | 52.55
fill | 2060 | 13330
clock inverter | 12 | 117.6
multi-input combinational | 460 | 3251
timing repair buffer | 53 | 495.5
## registers in the layout, summed over array words and instances, names as in the netlist, named ones only
name / count
refresh_count_r: 14
open_row_r: 8
target_state_r: 3
row_addr_r: 7
read_flag: 1
state_r: 3
u_data_valid_r: 1
u_data_i_r: 2
active_row_r: 56
ref_set_addr: 7
u_data_o_r: 2
refresh_request_r: 1
ref_bank_id: 3
u_cmd_ack_r: 1
bank_id_r: 3
column_addr_r: 2
## cells by family (layout without fill, tap and decap cells)
kind of cell | Yosys count | in the layout
other | 1 | 1
buffers and inverters | 59 | 99
latches | 3 | 3
AND-OR/OR-AND | 116 | 116
XOR/XNOR | 12 | 12
multiplexers | 59 | 59
flip-flops | 114 | 114
adder cells (fa/ha/maj) | 7 | 7
AND/OR/NAND/NOR | 265 | 265
## worst register-to-register path: cells and delay by family, from the launching register on
| kind | cells | cell delay (ps) |
|---|---|---|
| simple gates | 4 | 1340 |
| buf+inv | 3 | 610 |
| flops | 1 | 540 |
## cells in the mapped netlist (3+ instances only)
| master | count |
|---|---|
| sky130_fd_sc_hd__dfxtp_1 | 58 |
| sky130_fd_sc_hd__nor2b_1 | 6 |
| sky130_fd_sc_hd__a31oi_1 | 3 |
| sky130_fd_sc_hd__inv_2 | 3 |
| sky130_fd_sc_hd__xnor2_1 | 5 |
| sky130_fd_sc_hd__nor4_1 | 9 |
| sky130_fd_sc_hd__o21ai_0 | 8 |
| sky130_fd_sc_hd__a21boi_1 | 19 |
| sky130_fd_sc_hd__mux4_2 | 28 |
| sky130_fd_sc_hd__nor3_1 | 14 |
| sky130_fd_sc_hd__nor3b_1 | 11 |
| sky130_fd_sc_hd__nand4_1 | 3 |
| sky130_fd_sc_hd__dlxtn_1 | 3 |
| sky130_fd_sc_hd__nor2_1 | 39 |
| sky130_fd_sc_hd__xor2_1 | 7 |
| sky130_fd_sc_hd__and3_1 | 4 |
| sky130_fd_sc_hd__o211a_1 | 8 |
| sky130_fd_sc_hd__a21oi_1 | 31 |
| sky130_fd_sc_hd__nand3_1 | 17 |
| sky130_fd_sc_hd__o21ai_1 | 24 |
| sky130_fd_sc_hd__ha_1 | 7 |
| sky130_fd_sc_hd__mux2i_1 | 27 |
| sky130_fd_sc_hd__nand2_1 | 82 |
| sky130_fd_sc_hd__inv_1 | 11 |
| sky130_fd_sc_hd__a22oi_1 | 8 |
| sky130_fd_sc_hd__nand3b_1 | 3 |
| sky130_fd_sc_hd__clkbuf_1 | 30 |
| sky130_fd_sc_hd__edfxtp_1 | 56 |
| sky130_fd_sc_hd__buf_4 | 3 |
| sky130_fd_sc_hd__and2_1 | 64 |
| sky130_fd_sc_hd__buf_2 | 7 |
| sky130_fd_sc_hd__o311ai_0 | 3 |
| sky130_fd_sc_hd__nand2b_1 | 5 |
## routing by layer
metal  GRT usage (%)  wire [um]  up-vias
met1           23.86       7306     2233
met5               0          0        -
met3           5.575       1439       10
met2           20.75       6435      191
li1                -          -     2352
met4           1.546        136        0
## worst max-delay path by stage
| stage | start | endpoint | slack [ps] | cells past startpoint |
|---|---|---|---|---|
| 4_1_cts | register | dram_addr[0] | 300 | 6 |
| 5_1_grt | state_r[1]$_SDFFE_PN0P_ | dram_addr[1] | 170 | 6 |
| 6_report | register | dram_addr[0] | 330 | 6 |
## through the flow
step	power [mW]	hold slack, ps
after global placement	3.156	443.9
after detailed placement	3.157	454.6
after global routing	5.063	480.5
after CTS	4.800	463.3
final	4.769	458.4
after floorplan	2.683	420.6
## power by group
group	switching [mW]	total (mW)	internal [mW]	leakage (nW)
logic	0.746	1.39	0.647	1.36
registers	0.270	1.75	1.48	1.07
clock network	0.616	1.63	1.01	0.289
total	1.63	4.77	3.14	2.72
No activity file was given, so power comes from the tool's default toggle rates.
